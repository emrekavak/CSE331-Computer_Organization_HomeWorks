## flow/config.mk

```make
export PLATFORM = sky130hd
export DESIGN_NAME = pc
export DESIGN_NICKNAME = pc
export VERILOG_FILES = /design/flow/design.v
export SDC_FILE = /design/flow/constraint.sdc
export NUM_CORES = 4
export LEC_CHECK = 1
export CORE_UTILIZATION = 40
```

## flow/constraint.sdc

```tcl
current_design pc

set clk_period 12.6
set clk_io_pct 0.2

create_clock -name clk0 -period $clk_period [get_ports {clock}]

set non_clock_inputs [all_inputs -no_clocks]
set_input_delay [expr $clk_period * $clk_io_pct] -clock clk0 $non_clock_inputs
set_output_delay [expr $clk_period * $clk_io_pct] -clock clk0 [all_outputs]
```

## flow/design.v

```verilog
module pc(result,instruction,branch,jump,clock);
output reg[31:0] result;
input [31:0] instruction;
input clock,branch,jump;
reg [15:0] extend;
reg [31:0] add_one;
reg [31:0] ex;
initial begin
	 result = 32'b00000000000000000000000000000000;
	 add_one = 32'b00000000000000000000000000000001;
end
	always @(posedge clock)
		begin
			result = result + add_one;  
			if (branch == 1'b1)
				begin
				ex <= $signed(instruction[15:0]);  
				result <= result + ex;
				end
		end
endmodule
```

## flow/run.sh

```bash
#!/bin/bash
# OpenROAD 26Q1-2900-gdf79404cd8, Yosys 0.63+post, stock flow scripts
make -C /OpenROAD-flow-scripts/flow DESIGN_CONFIG=/design/flow/config.mk WORK_HOME=/design/flow/orfs finish
```

==> results.txt <==
Vias in the first global route - 3,070
H-Tree Depth - 2
Die H - 98.5 um
Xor and xnor area share after synthesis - 13.6%
FP Core Util - 41.9%
Worst Hold Margin - 0.546 ns
Worst VDD drop - 0.0000939 V
Status - complete, no violations
Internal power - 0.000649 W
Syn-to-layout area delta - 17.8%
CTS max path bufs - 2
Arr. time, crit path - 4.36 ns
WS Path Type - flip-flop to flip-flop
Root buf cell - clkbuf_8
Most used logic cell in the final layout - a21oi_1
CP required - 12.80 ns
Ys async rst share - 0%
Mapped Cells - 442
Vias - 3,209
Chip Area, Yosys - 3730 um2
Full die area - 9710 um2
Top Layout Cells - a21oi_1 (61), clkdlybuf4s50_1 (48), nor2_1 (44), nand2_1 (39), ha_1 (39)
Final setup fails - 0
Max-cap violations - 0
Max-slew violations - 0
Simple-gate area share of the yosys netlist - 17.0%
Later-pin clock latency in the skew report - 0.30 ns
Ys flops - 48
Post-Route WL - 8.15 mm
Yosys warns - 1
Final GP Congestion - 0.884
Site Rows - 34
Synth unique cells - 53
RSZ-0062 raised after global routing - false
Adder Share, Synth - 13.6%
Ys cells - 442
Post-synth seq share - 30.1%
Post-CTS Resized - 0
Initial antenna violation count - 0
Core area - 8890 um2
Final std cells w/o fill - 594
Min cycle time layout - 4.15 ns
Total power - 0.00116 W
IO Pins - 67
Finished Cell Area - 4390 um2
Clock sinks - 48
DR WL/cell - 13.7 um
Cell total after placement - 586
Combinational share of power - 67.8%
Worst slew margin - 55.6%
Antenna cell count - 0
Power Dens Cells - 263 nW/um2
Fin. Hold Viols - 0
CTS tree - yes
Area fraction in mux cells - 1.17%
Initial DRC count - 136
Share of cells above drive strength 1 - 4.32%
Sequential share of power - 24.1%
Largest net degree at the start of global routing - 49
Post-synthesis cell area - 3730 um2
Post-layout period usage - 33.0%
Router iterations before antenna repair - 6
Min-delay worst type - flip-flop to flip-flop
Post-synth EDFFs - 16
Net switching power - 0.000507 W
Area after DPL - 4310 um2
Die Width - 98.5 um
Tool Warnings - 49
Worst clock skew - 0.00664 ns
Global-route usage over all layers - 18.2%
Worst-Margin Slew - 0.661 ns
Ys flop type - dfxtp_1
Fmax - 241 MHz
Post-Syn Area per Cell - 8.44 um2
Hold buffers post-CTS - 0
CTS buffer count - 5
Sum Neg Setup Slack - 0 ns
Post CTS Setup Buffer Count - 0
Switching Share - 43.9%
Clock share of power - 8.1%
HPWL Detailed - 6.26 mm
Antenna viol nets, final - 0
# DRC - 0
Leak - 1.79 nW
Gr ovfl total - 0
Yosys aoi share - 22.0%
Crit end category - flip-flop
Critical Path Fanout Max - 7
Main logic family - AND-OR/OR-AND gates
First-pass GRT wire length - 14.2 mm
Clk pin slew, worst setup/hold paths - 0.10 ns
Via density - 5.40
Startpoint class of the critical path - flip-flop
Layout filler cell count - 822
Port-buffer cells - 49
## power groups by stage
| stage | sequential, W | clock [W] | combinational [W] |
|---|---|---|---|
| CTS | 0.000279 | 0.0000987 | 0.000787 |
| global route | 0.000289 | 0.000106 | 0.000889 |
| finish | 0.000278 | 0.0000939 | 0.000785 |
## worst max-delay path: stages, from the launching register on
cell	delay, ns
dfxtp_1	0.41
ha_1	0.24
nand2_1	0.11
nor3_2	0.45
and2_1	0.35
nand2_1	0.11
xnor2_1	0.15
ha_1	0.43
nand4_1	0.26
o211a_1	0.31
o31ai_1	0.30
a21oi_2	0.13
o41ai_1	0.28
mux2_2	0.39
xnor2_1	0.12
## flip-flops by register name (all words and copies together), names as in the netlist
signal and cells:
ex 16, result 32
## kinds of logic (layout without fill, tap and decap cells)
logic type      Yosys count  in the layout
xor+xnor                 58             58
fa+ha+maj                40             40
simple gates            136            136
compound gates          132            132
mux                       4              4
buf+inv                  24             68
flops                    48             48
## synthesized netlist by cell type, drive strengths merged (2+ instances only)
library cell	count	area [um2]
xor2	23	201
a21oi	62	314
o21bai	8	60.1
clkbuf	13	48.8
and3	12	75.1
nor2	44	165
nand4	8	50.1
o31ai	4	35.0
a21o	13	97.6
and2	4	27.5
ha	39	488
buf	2	8.75
inv	9	33.8
o41ai	2	25.0
o211ai	2	15.0
nor3	4	25.0
dfxtp	32	641
xnor2	35	307
mux2	3	33.8
o21ai	20	100
a221oi	2	17.5
nand3	16	85.1
a31oi	4	25.0
o21a	2	15.0
nand2b	5	31.3
edfxtp	16	480
nand2	39	146
a211oi	3	27.5
## worst paths after layout
check | from | end | slack, ns | depth (start not counted)
setup reg to reg | result[0]$_DFF_P_ | result[31]$_DFF_P_ | 8.45 | 14
hold reg to reg | result[0]$_DFF_P_ | result[0]$_DFF_P_ | 0.55 | 1
setup / recovery | result[0]$_DFF_P_ | result[31]$_DFF_P_ | 8.45 | 14
hold / removal | result[0]$_DFF_P_ | result[0]$_DFF_P_ | 0.55 | 1
## per-layer routing
| layer | global-route usage [%] | wire length, um | up-vias |
|---|---|---|---|
| met3 | 1.80 | 293 | 6 |
| met2 | 29.2 | 3730 | 71 |
| met1 | 28.7 | 4070 | 1451 |
| met4 | 1.49 | 53 | 0 |
| met5 | 0 | 0 | - |
| li1 | - | - | 1681 |
## per-stage QoR
step                      worst slack [ns]  utilization [%]
final                                 8.45             49.4
after global routing                  8.13             49.4
after CTS                             8.45             49.4
after detailed placement              8.44             48.4
after global placement                8.45             48.4
after floorplan                       9.02                -
## area by class of cell
class	count	area (um2)	share of cell area, %
Tap cell	108	135	3.08
Clock buffer	5	68.8	1.57
Clock inverter	3	17.5	0.399
Timing Repair Buffer	51	500	11.4
Multi-Input combinational cell	370	2520	57.3
Inverter	9	33.8	0.769
Sequential cell	48	1120	25.5
Power figures rest on the tool's default switching activity, not on a simulated workload.
