===== /design/flow/design.v =====
module _32bitadder(resadder, c,x6,y6,c0);
input [31:0] x6;
input [31:0] y6;
input c0;
output c;
output [31:0] resadder;
wire c1,c2,c3,c4,c5,c6,c7,c8,c9,c10,c11,c12,c13,c14,c15,c16,c17,c18,c19,c20,c21,c22,c23,c24,c25,c26,c27,c28,c29,c30,c31;
full_adder FA0(resadder[0], c1, x6[0], y6[0], c0);
full_adder FA1(resadder[1], c2, x6[1], y6[1], c1);
full_adder FA2(resadder[2], c3, x6[2], y6[2], c2);
full_adder FA3(resadder[3], c4, x6[3], y6[3], c3);
full_adder FA4(resadder[4], c5, x6[4], y6[4], c4);
full_adder FA5(resadder[5], c6, x6[5], y6[5], c5);
full_adder FA6(resadder[6], c7, x6[6], y6[6], c6);
full_adder FA7(resadder[7], c8, x6[7], y6[7], c7);
full_adder FA8(resadder[8], c9, x6[8], y6[8], c8);
full_adder FA9(resadder[9], c10, x6[9], y6[9], c9);
full_adder FA10(resadder[10], c11, x6[10], y6[10], c10);
full_adder FA11(resadder[11], c12, x6[11], y6[11], c11);
full_adder FA12(resadder[12], c13, x6[12], y6[12], c12);
full_adder FA13(resadder[13], c14, x6[13], y6[13], c13);
full_adder FA14(resadder[14], c15, x6[14], y6[14], c14);
full_adder FA15(resadder[15], c16, x6[15], y6[15], c15);
full_adder FA16(resadder[16], c17, x6[16], y6[16], c16);
full_adder FA17(resadder[17], c18, x6[17], y6[17], c17);
full_adder FA18(resadder[18], c19, x6[18], y6[18], c18);
full_adder FA19(resadder[19], c20, x6[19], y6[19], c19);
full_adder FA20(resadder[20], c21, x6[20], y6[20], c20);
full_adder FA21(resadder[21], c22, x6[21], y6[21], c21);
full_adder FA22(resadder[22], c23, x6[22], y6[22], c22);
full_adder FA23(resadder[23], c24, x6[23], y6[23], c23);
full_adder FA24(resadder[24], c25, x6[24], y6[24], c24);
full_adder FA25(resadder[25], c26, x6[25], y6[25], c25);
full_adder FA26(resadder[26], c27, x6[26], y6[26], c26);
full_adder FA27(resadder[27], c28, x6[27], y6[27], c27);
full_adder FA28(resadder[28], c29, x6[28], y6[28], c28);
full_adder FA29(resadder[29], c30, x6[29], y6[29], c29);
full_adder FA30(resadder[30], c31, x6[30], y6[30], c30);
full_adder FA31(resadder[31], c, x6[31], y6[31], c31);
endmodule
module full_adder(sum1, carry_out, a10, b10, carry_in);
input a10, b10, carry_in;
output sum1, carry_out;
wire temp_sum, first_carry_out, second_carry_out;
half_adder first_sum(temp_sum, first_carry_out, a10, b10);
half_adder second_sum(sum1, second_carry_out, temp_sum, carry_in);
or final_carry_out(carry_out, second_carry_out, first_carry_out);
endmodule
module half_adder(sum, carry_out, X, Y);
input X, Y;
output sum, carry_out;
xor sum_of_digits(sum, X, Y);
and carry_of_sum(carry_out, X, Y);
endmodule
module add(res, adress,counter);
output [31:0] res;
input [31:0] adress,counter;
wire carry_out;
_32bitadder one1(res, carry_out,adress,counter,1'b0);
endmodule

===== /design/flow/run.sh =====
#!/bin/bash
# OpenROAD 26Q1-2900-gdf79404cd8, Yosys 0.63+post, stock flow scripts
make -C /OpenROAD-flow-scripts/flow DESIGN_CONFIG=/design/flow/config.mk WORK_HOME=/design/flow/orfs finish

===== /design/flow/config.mk =====
export PLATFORM = sky130hd
export DESIGN_NAME = add
export DESIGN_NICKNAME = add
export VERILOG_FILES = /design/flow/design.v
export SDC_FILE = /design/flow/constraint.sdc
export NUM_CORES = 4
export LEC_CHECK = 1
export CORE_AREA = 10 10 82 82
export DIE_AREA = 0 0 92 92

===== /design/flow/constraint.sdc =====
current_design add

set clk_period 39.0
set clk_io_pct 0.2

create_clock -name clk0 -period $clk_period

set non_clock_inputs [all_inputs -no_clocks]
set_input_delay [expr $clk_period * $clk_io_pct] -clock clk0 $non_clock_inputs
set_output_delay [expr $clk_period * $clk_io_pct] -clock clk0 [all_outputs]

==> flow_results.org <==
#+TITLE: Synthesis and PnR summary

** Run status
- Outcome :: finished clean

** Floorplan
- The initialized floorplan defines 26 standard-cell rows.
- Width of the chip :: between 90 and 100 um
- Area of the core region :: roughly 5000 um2
- Die outline height :: roughly 92 um
- Number of placed I/O pins :: between 90 and 100
- The chip occupies 8464 um2.
- The initial utilization of the core area, before any placement, comes to 0.1728.

** Hold path
- The worst hold path belongs to the class in2out.
- Cell depth of the worst min-delay path :: 3

** Worst setup path
- Per STA, the library cell used most along the worst path is sky130_fd_sc_hd__fa_1.
- Max fanout on the critical path was recorded as 1.
- The OpenROAD report gives the critical path a required time of approximately 31 ns.
- Among all stages on the critical path, the largest delay is contributed by sky130_fd_sc_hd__clkdlybuf4s50_1.
- Critical Path End :: res[31]
- Kind of start point of the critical path :: input pin
- Critical Path Start :: adress[0]
- Per STA, the highest per-stage delay on the worst path measures approximately 0.46 ns.
- Data arrival time of the worst path :: 20.89 ns
- STA classifies the critical path endpoint as an output port.
- The worst setup path is of the in2out kind.

** Synthesis
- Netlist area before placement :: a little under 900 um2
- Counting distinct cell types in the post-synthesis netlist gives 4.
- Average cell area after synthesis :: roughly 14 um2
- Cell type with the highest aggregate area in the netlist :: sky130_fd_sc_hd__fa_1
- Yosys top cell area share :: 0.6847
- Complex Gates by Area :: 0
- Mux cell area share :: 0
- The cell-mix breakdown from Yosys lists the adder-cell area share as 0.6990.
- Synth Area in Simple Gates :: 0
- Synthesized instance count :: approximately 64
- Yosys-reported design area after synthesis :: approximately 900 um2
- Share of the yosys chip area belonging to registers :: 0
- Post-Synth XOR/XNOR Area :: 0.02710
- Among the non-sequential cells, adder cells take the most area.
- The synthesis log from Yosys contains 0 warnings.
- The synth_stat.txt file lists the number of cells as around 64.
- After synthesis, the cell types taking the most area are sky130_fd_sc_hd__fa_1, sky130_fd_sc_hd__buf_4, sky130_fd_sc_hd__xor3_1.

** Run
- The stage logs contain a warning count of 32.
- Max-cap violations :: 0

** Route
- In the routed design, unresolved DRC markers number 0.
- Once iteration 0 of detailed routing completed, the report listed 4 DRC markers.
- Number of routed nets with antenna violations :: 0
- The first detailed-routing pass ran for 2 iterations.
- The detailed router placed around 690 vias in this run.
- After detailed routing, the total wire length is slightly above 3 mm.
- Final antenna diode count :: 0
- Vias/cell :: ~3.5
- Average routed wire per standard cell :: between 15 and 20 um

** Final layout
- Fill cells in the final layout number 512.
- Area Growth Syn to Fin :: 92.15%
- Most instantiated logic cells after routing :: sky130_fd_sc_hd__clkdlybuf4s50_1, sky130_fd_sc_hd__fa_1, sky130_fd_sc_hd__xor3_1, sky130_fd_sc_hd__ha_1
- Of the cells placed in the final design, the portion with a size suffix greater than 1 is 0.
- Per the cell usage report, the commonest logic cell in the layout is sky130_fd_sc_hd__clkdlybuf4s50_1.
- Seq Cell Count :: 0
- Across the whole layout, storage elements account for 0 um2.
- Non-filler instance count after layout :: 198
- In the finished layout, the clock tree contains a buffer count of 0.

** Placement
- Final RePlAce weighted congestion :: about 0.79
- Cell Count Post-Placement :: 198
- Number of port buffers :: roughly 96
- Half-perimeter wire length after detailed placement :: between 3 and 4 mm

** Global route
- Initial antenna violation count :: 0
- GRT overflow :: 0
- The first global-routing pass estimated between 4 and 5 mm of wire.
- Overall routing resource usage recorded by global route was 0.07481.
- Pin count of the biggest net entering global routing :: 2
- The via count of the first global-routing pass came to 911.

** Final timing
- In this build the clock could be raised as far as ~0.035 GHz.
- Max-slew violations :: 0
- The worst path in the final design needs a cycle of 28.69 ns, including I/O delays and setup.
- The final timing summary puts the cycle share of the worst path at 0.7357.
- Looking at the max-slew report, the worst-margin pin has a slew of around 0.12 ns.
- Setup total negative slack on the finished layout was measured at 0 ns.
- Setup repair after global routing missed its margin :: false
- Measured against its own limit, the worst slew margin works out to 0.9225.
- Number of failing setup endpoints in the final timing report :: 0
- The final hold violation count recorded for this run is 0.

** Power and ir drop
- The script extracted a total leakage power of 0.0006190 uW.
- Worst vdd ir :: between 0.006 and 0.007 mV
- Pwr dens :: 15.93 nW/um2

** Clock network
- Buffers inserted to repair hold after CTS numbered 0.
- Post-CTS timing repair inserted 0 buffers for setup.
- After clock tree synthesis, the repair step resized 0 gates.
## cells in the mapped netlist, drive strengths merged
cell and count:
xor3 1, ha 1, fa 30, buf 32
## worst max-delay path, delay by kind of cell
family                   cells  cell delay (ns)
XOR/XNOR                     1             0.20
adder cells (fa/ha/maj)     31            12.02
buffers and inverters        2             0.86
## metrics by stage
step                power [uW]  hold WS [ns]  worst slack [ns]  cell area [um2]    util
finish                   26.84         16.64             10.31             1685  0.3321
global route             30.43         16.67             9.865             1685  0.3321
CTS                      27.64         16.64             10.28             1685  0.3321
detailed placement       27.48         16.64             10.31             1685  0.3321
global placement         27.29         16.63             10.37             1685  0.3321
floorplan                13.01         15.77             11.54            877.1       -
## cells by family after synthesis
group | after synthesis
xor gates and xnor gates | 1
adders and majority gates | 31
buffers and inverters | 32
## where the power goes
group / switching, uW / internal (uW) / leakage [uW]
sequential: 0 / 0 / 0
clock: 0 / 0 / 0
combinational: 6.87 / 20.0 / 0.000619
## cell type report
type                            count  area, um2  area share
Timing Repair Buffer               96      960.9      0.5702
Tap cell                           70      87.58     0.05197
Multi-Input combinational cell     32      636.9      0.3779
## metal layers
metal / vias to the layer above / track usage / share of wire
met3: 0 / 0.07578 / 0.27
met2: 95 / 0.09824 / 0.31
li1: 290 / - / -
met5: - / 0 / 0
met1: 308 / 0.09057 / 0.42
met4: 0 / 0 / 0
## worst min path at each step
stage	slack [ns]	startpoint	endpoint
final	16.64	counter[0]	res[0]
after global routing	16.67	counter[0]	res[0]
after CTS	16.64	counter[0]	res[0]
No activity file was given, so power comes from the tool's default toggle rates.
